--- flow/design.v ---
module nbit_xnor #(parameter size=16)
(
	input [size-1:0]a,
	input [size-1:0]b,
	output [size-1:0]y
);
	genvar gv_i;
	generate
		for(gv_i=0;gv_i<size;gv_i=gv_i+1)
		begin :label
			xnor u_xor(y[gv_i],a[gv_i],b[gv_i]);			
		end
	endgenerate		
endmodule
--- flow/run.sh ---
#!/bin/bash
# OpenROAD 26Q1-2900-gdf79404cd8, Yosys 0.63+post, stock flow scripts
make -C /OpenROAD-flow-scripts/flow DESIGN_CONFIG=/design/flow/config.mk WORK_HOME=/design/flow/orfs finish
--- flow/config.mk ---
export PLATFORM = sky130hd
export DESIGN_NAME = nbit_xnor
export DESIGN_NICKNAME = nbit_xnor
export VERILOG_FILES = /design/flow/design.v
export SDC_FILE = /design/flow/constraint.sdc
export NUM_CORES = 4
export LEC_CHECK = 1
export CORE_AREA = 10 10 70 70
export DIE_AREA = 0 0 80 80
--- flow/constraint.sdc ---
current_design nbit_xnor

set clk_period 1.0
set clk_io_pct 0.2

create_clock -name clk0 -period $clk_period

set non_clock_inputs [all_inputs -no_clocks]
set_input_delay [expr $clk_period * $clk_io_pct] -clock clk0 $non_clock_inputs
set_output_delay [expr $clk_period * $clk_io_pct] -clock clk0 [all_outputs]
==> summary.txt <==
fresh numbers from the pnr run: overall die width roughly 80 µm, most instantiated logic cell after routing sky130_fd_sc_hd__dlygate4sd2_1, number of cell rows 21, HP Class in2out, worst hold path stage count 3, gr usage total 0.0358, total via count after detailed routing 282, Worst Tran Pin Value 0.146 ns, gp weighted congestion 0.780, critical path capture point y[2], Yosys cell types 1, count of TritonRoute iterations in the first routing pass 2, hold slack 0.761 ns, relative slew slack 0.902, total of max-cap violations 0, critical path class in2out, residual antenna-violating net count after detailed routing 0, Crit path arrival time 0.73 ns, proportion of synthesized chip area in sequential cells 0, launching element type of the critical path primary input, crit-path max FO 1, Tmin final 0.934 ns, Synth Instances 16, Core Area 3420 µm², Final Slew Violations 0, Via-to-Cell Ratio 2.56, IO buf count approximately 48, violation count after the first detailed-routing iteration 1, hold path startpoint a[8], number of cells in the yosys synthesis report 16, number of global-route vias before repair between 300 and 400, hold violation count in the final report 0, global-route congestion overflow total 0, initial cell density of the core 0.0410, summed instance area of the synthesized netlist 140 µm², final number of setup-violating endpoints 0, endpoint class of the critical path output port, WL per Instance 12.1 µm, global-route wire length before repair 1810 µm, proportion of layout cells with a drive suffix above 1 0.266, worst IR drop on VDD 0.0627 mV, number of clock buffers in the layout 0, Leak Pwr 0.270 nW, yosys-reported design area after synthesis 140 µm², area occupied by registers 0 µm², final wirelength approximately 1300 µm, Top cells excl fill/tap 32 x sky130_fd_sc_hd__dlygate4sd2_1, 16 x sky130_fd_sc_hd__buf_2, 15 x sky130_fd_sc_hd__xnor2_1, 1 x sky130_fd_sc_hd__xnor2_2, status finished clean, highest attainable clock frequency 1070 MHz, largest net degree at the start of global routing 2, count of warnings emitted by yosys 0, fin crit share 0.934, Pwr per Cell Area ~380 nW/µm², worst setup path start a[2], count of hold-fix buffers inserted at cts 0, Avg Inst Size Synth 8.76 µm², Chip Height 80 µm, I/O pin count 48, number of antenna diodes 0, total die area 6400 µm², DRC viols 0, initial antenna violation count 0, number of sequential storage elements 0, unrepaired setup endpoints after global routing false, Post-Route Setup TNS 0 ns, required time at the worst-slack endpoint approximately 0.80 ns, area grow syn2layout 304%, total tool warning count 32
[power breakdown]
group | total, mW | leakage, nW | switching, mW | internal [mW]
clock | 0 | 0 | 0 | 0
sequential | 0 | 0 | 0 | 0
combinational | 0.214 | 0.270 | 0.0653 | 0.148
[synth_stat cells]
| cell type | count | share of area |
|---|---|---|
| sky130_fd_sc_hd__xnor2_1 | 16 | 1.0 |
[worst max-delay path, stage by stage]
cell	delay [ns]
sky130_fd_sc_hd__dlygate4sd2_1	0.24
sky130_fd_sc_hd__xnor2_1	0.16
sky130_fd_sc_hd__buf_2	0.14
[worst min path at each step]
stage      end  slack [ns]
5_1_grt   y[6]        0.78
4_1_cts   y[9]        0.77
6_report  y[8]        0.76
[kinds of logic after synthesis]
kind of cell,share of synthesized area
XOR/XNOR,1.00
[area by class of cell]
type                            instances  area, µm²
Fill cell                             414       2850
Tap cell                               46       57.6
Timing Repair Buffer                   48        360
Multi-Input combinational cell         16        148
[metal layers]
metal	vias to the layer above	part of all wire	GRT usage
met1	110	0.47	0.0435
met3	0	0.13	0.0125
met2	28	0.41	0.0626
li1	144	-	-
met4	0	0	0
met5	-	0	0
[repair_timing]
| item | in CTS | in global routing |
|---|---|---|
| setup endpoints to repair | 16 | 2 |
| gates cloned | 0 | 0 |
| resized | 85 | 1 |
| buffers inserted | 0 | 0 |
| pin swaps | 11 | 1 |
[per-stage QoR]
| stage | setup WS, ns | utilization | power, mW | instances | area [µm²] |
|---|---|---|---|---|---|
| 2_1_floorplan | 0.517 | - | 0.0430 | 16 | 140 |
| 3_3_place_gp | -0.551 | 0.199 | 0.327 | 110 | 678 |
| 3_5_place_dp | -0.562 | 0.199 | 0.329 | 110 | 678 |
| 4_1_cts | 0.0340 | 0.163 | 0.219 | 110 | 558 |
| 5_1_grt | 0.00323 | 0.166 | 0.236 | 110 | 566 |
| 6_report | 0.0660 | 0.166 | 0.214 | 110 | 566 |
No activity file was given, so power comes from the tool's default toggle rates.
