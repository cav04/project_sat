File: /design/flow/run.sh
#!/bin/bash
# OpenROAD 26Q1-2900-gdf79404cd8, Yosys 0.63+post, stock flow scripts
make -C /OpenROAD-flow-scripts/flow DESIGN_CONFIG=/design/flow/config.mk WORK_HOME=/design/flow/orfs finish
File: /design/flow/config.mk
export PLATFORM = sky130hd
export DESIGN_NAME = var_table
export DESIGN_NICKNAME = var_table
export VERILOG_FILES = /design/flow/design.v
export SDC_FILE = /design/flow/constraint.sdc
export NUM_CORES = 4
export LEC_CHECK = 1
export CORE_AREA = 10 10 110 110
export DIE_AREA = 0 0 120 120
File: /design/flow/constraint.sdc
current_design var_table

set clk_period 1.3
set clk_io_pct 0.2

create_clock -name clk0 -period $clk_period [get_ports {clock}]

set non_clock_inputs [all_inputs -no_clocks]
set_input_delay [expr $clk_period * $clk_io_pct] -clock clk0 $non_clock_inputs
set_output_delay [expr $clk_period * $clk_io_pct] -clock clk0 [all_outputs]
File: /design/flow/design.v
module var_table(clock, reset, en, r_w,din,address,dout,table_finish);
parameter address_width=3;
parameter var_num=8;
input clock, reset, en, r_w;
input [1:0] address;
input [var_num-1:0] din;
output [var_num-1:0] dout;
output table_finish;
reg [var_num-1:0] variable_table [0:address_width-1];
reg [var_num-1:0] data;
reg table_finish;
wire [var_num-1:0] dout;
    always @(posedge clock or negedge reset) 
    begin	
        if (!reset)
        begin				
            variable_table[0] <= 8'b0000_0000; 
            variable_table[1] <= 8'b1110_1111; 
            variable_table[2] <= 8'b0000_0000; 
            data <= 8'h00;
			table_finish<=1'b0;
        end
        else if (en == 1 && r_w == 0)  
        begin
            variable_table[address] <=din;
			table_finish <=1'b1;
        end
        else if (en == 1 && r_w == 1)  
        begin
			data <= variable_table[address];
			table_finish <=1'b1;
		end
        else
            data <= 8'hZZ;
    end
    assign dout = data;
endmodule
==> qor.tcl <==
set qor(globalplace.congestion) 0.750
set qor(die_area_um2) 14400
set qor(die_height_um) 120
set qor(post_synth_inst_count) 105
set qor(ctsRootBufferMaster) {clkbuf_8}
set qor(layout-drive-gt1-share_pct) 42.0
set qor(reg2reg_from) {variable_table[1][1]$_DFFE_PN1P_}
set qor(drt-pass1-iter-count) 2
set qor(port_buffers) 22
set qor(number_of_cts_inserted_buffers) 5
set qor(power_frac_clock_pct) 25.9
set qor(post_synth_xor_area_fraction_pct) 0
set qor(grt_first_pass_wirelength_um) 5610
set qor(floorplan.rows) 36
set qor(regToRegEndpoint) {data[1]$_DFFE_PN0N_}
set qor(routed_wire_length_per_instance_um) 12.5
set qor(cts_htree_levels) 2
set qor(power_switching_mw) 0.674
set qor(detail_route.antenna_diodes) 0
set qor(fin_crit_ns) 1.27
set qor(area.sequential_um2) 835
set qor(drt-initial-drc-count) 43
set qor(final_util_pct) 21.9
set qor(via_per_inst) 3.53
set qor(crit_path_end_kind) {register}
set qor(result_of_the_run) {finished clean}
set qor(top_area_share_pct) 41.0
set qor(hold_path_class) {primary input to register}
set qor(mappedNetlistArea_um2) 1590
set qor(area_leaders) {dfrtp_1 (41%), mux2_4 (23%), dfstp_2 (12%), nand2_8 (3.8%), a211oi_1 (3.8%)}
set qor(synth.cellmix.compoundShare_pct) 11.4
set qor(post_synth_main_logic_family) {multiplexers}
set qor(sum_of_overflow_across_all_layers_after_global_routing) 0
set qor(grt_setup_unrepaired) {no}
set qor(synth_async_sr_flop_share_pct) 100
set qor(clkLatencyLatePin_ns) 0.28
set qor(areaGrowthSynthToFinish_pct) 35.3
set qor(r2r_slack_ns) 0.27
set qor(setup_ws_ns) 0.0331
set qor(grt_pass1_vias) 1018
set qor(yosys-stat-area_um2) 1590
set qor(grt_antenna_before_repair) 0
set qor(total_power_per_unit_cell_area_nw_per_um2) 1290
set qor(p_seq_share_pct) 50.2
set qor(timing.setup.critical_path_class) {primary input to register}
set qor(post_layout_inst_area_um2) 2140
set qor(clkSlewWorstSetupHoldPaths_ns) 0.06
set qor(fmax_mhz) 789
set qor(yosysMostFrequentCell) {dfrtp_1}
set qor(synth.cellmix.simpleShare_pct) 6.95
set qor(largest_net_degree_at_the_start_of_global_routing) 34
set qor(ys.flop_type) {dfrtp_1}
set qor(critical_path_arrival_ns) 1.43
set qor(cts_hold_repair.buffers) 0
set qor(yosys.area_share.adder_pct) 2.37
set qor(worstSetupStartpointType) {primary input}
set qor(min_delay_path_depth) 2
set qor(ctsLongestPathBuffers) 2
set qor(final_tally_of_max_slew_violations) 0
set qor(synth_flops) 33
set qor(drtAntennaViolNets) 0
set qor(floorplan.core_area_um2) 9770
set qor(postPlaceCellArea_um2) 1990
set qor(floorplan.core_util_pct) 16.2
set qor(drc) 0
set qor(synth.cells.most_frequent) {dfrtp_1 (26), mux2_4 (24)}
set qor(period_utilisation_layout_pct) 97.5
set qor(synth_cell_types) 15
set qor(cts_sinks) 33
set qor(drv.max_cap_violation_count) 0
set qor(ioPinCount) 23
set qor(power.internal_mw) 2.10
set qor(finalSetupViolCount) 0
set qor(tritoncts) {built}
set qor(globalRouteTotalUtil_pct) 4.79
set qor(edf_count) 0
set qor(holdPathEnd) {table_finish$_DFFE_PN0P_}
set qor(synth_area_per_inst_um2) 15.1
set qor(report.final.hold_viol_count) 0
set qor(chipWidth_um) 120
set qor(hp-start) {en}
set qor(worstRegToRegCells) 3
set qor(comb_area_um2) 741
set qor(pre_cts_slack_ns) -0.640
set qor(wl_um) 3390
set qor(synthMuxAreaShare_pct) 22.7
set qor(worst_ep_required_time_ns) 1.46
set qor(yosys_top_cell_by_area) {dfrtp_1}
set qor(log.warning_count) 27
set qor(nFillCells) 1022
set qor(ys.warnings.count) 3
set qor(slew-limit-headroom_pct) 84.4
set qor(detailroute.via_count) 957
set qor(peakVddDrop_uv) 380
set qor(ys_seq_share_pct) 52.6
set qor(p_leak_nw) 0.969
set qor(yosys_cell_count) 105
set qor(power.total_mw) 2.77
set qor(switching_share_pct) 24.3
set qor(critical_path.max_fanout) 8
set qor(tightest_slew_ns) 0.234
set qor(detailed_place_hpwl_um) 2360
set qor(power.share.combinational_pct) 23.9
set qor(clock_skew_ns) 0.00279
kinds of logic after synthesis:
group / Yosys count
DFF: 33
AOI/OAI and AO/OA: 24
muxes: 24
and+or+nand+nor: 13
buffers and inverters: 8
adders and majority gates: 3
power by group through the flow:
stage,clock [mW],combinational (mW),sequential [mW]
after global routing,0.810,0.725,1.42
final,0.718,0.663,1.39
after CTS,0.753,0.665,1.39
cell type report:
cell class              count  share of cell area [%]
flip-flops and latches     33                    38.9
well taps                 133                    7.76
repair buffers             31                    14.7
inverters                   2                   0.350
multi-input cells          64                    34.5
clock buffers               8                    3.73
layout by cell type (no fill, tap or decap):
cell type / count
dfrtp_1: 26
mux2_4: 24
dlygate4sd2_1: 11
clkdlybuf4s50_1: 10
a22oi_1: 8
nor2_1: 8
a21o_1: 8
dfstp_2: 7
a211oi_1: 5
clkbuf_8: 5
buf_4: 5
a211oi_2: 3
nand2_8: 3
ha_4: 3
clkbuf_1: 3
buf_12: 3
inv_2: 2
nor2b_4: 1
or2_2: 1
clkdlybuf4s15_1: 1
buf_6: 1
repair_timing:
action                     in CTS  in global routing
hold endpoints to repair        0                  0
buffers inserted                4                  0
pin swaps                       1                  0
setup endpoints to repair      41                  3
resized                        21                  3
layer usage:
metal / up-vias / share of wire (%) / GRT usage [%] / wire length, µm
li1: 442 / - / - / -
met1: 492 / 47 / 6.51 / 1580
met2: 20 / 44 / 7.05 / 1490
met3: 3 / 8.8 / 2.24 / 299
met4: 0 / 0.65 / 0.528 / 22
met5: - / 0 / 0 / 0
worst max path at each step:
stage | endpoint | startpoint | slack, ns
6_report | variable_table[2][1]$_DFFE_PN0P_ | r_w | 0.03
5_1_grt | data[1]$_DFFE_PN0N_ | address[1] | 0.01
4_1_cts | data[2]$_DFFE_PN0N_ | r_w | 0.04
critical path: stages:
cell,delay [ns]
clkdlybuf4s50_1,0.45
nor2b_4,0.14
buf_12,0.16
nand2_8,0.10
mux2_4,0.31
stage by stage:
stage | std cells | hold WS [ns] | TNS (ns)
2_1_floorplan | 105 | -0.0356 | 0
3_3_place_gp | 259 | 0.448 | -15.98
3_5_place_dp | 259 | 0.449 | -16.88
4_1_cts | 271 | 0.321 | 0
5_1_grt | 271 | 0.333 | 0
6_report | 271 | 0.334 | 0
flip-flops by register name, summed over array words and instances, names as in the netlist:
register / flops
table_finish: 1
data: 8
variable_table: 24
Power is estimated from default activity; no workload was simulated.
