==> ./design.v <==
module  for_handshake (
  in,
  out_rdy,
  out,
  tx_ing,
  clk,
  rst
);
input in;
input out_rdy;
input clk;
input rst;
output out;
output tx_ing;
parameter       IDLE      = 3'h0,
                TX_HIGH   = 3'h1,
                TX_LOW    = 3'h2;
reg [3:0]cnt;
reg [1:0]in_reg;
reg [1:0]out_rdy_reg;
reg [2:0]state;
reg [2:0]state_nxt;
wire in_rise;
wire out_fall;
always @ (posedge clk or negedge rst) begin
    if (!rst) begin
        in_reg <= 2'b0;
    end else begin
        in_reg <= {in_reg[0],in};
    end
end
assign in_rise = !in_reg[0] & in;
always @ (posedge clk or negedge rst) begin
    if (!rst) begin
        out_rdy_reg <= 2'b0;
    end else begin
        out_rdy_reg <= {out_rdy_reg[0],out_rdy};
    end
end
assign out_rdy_rise = !out_rdy_reg[0] &  out_rdy;
assign out_rdy_fall =  out_rdy_reg[0] & !out_rdy;
assign out_fall     = (state==TX_LOW) & out_rdy_fall;
always @ (posedge clk or negedge rst) begin
    if (!rst) begin
        cnt <= 4'd0;
    end else begin
        cnt <= cnt + {3'b0,in_rise} - {3'b0,out_fall};    
    end
end   
always @ (posedge clk or negedge rst) begin
    if (!rst) begin
        state <= IDLE;
    end else begin
        state <= state_nxt;
    end
end
always @ (*) begin
    case(state)
        IDLE      :begin
            if(cnt!=4'd0)  begin
                state_nxt = TX_HIGH ;
            end else begin
                state_nxt = IDLE ;
            end
        end
        TX_HIGH   :begin
            if(out_rdy_rise)  begin
                state_nxt = TX_LOW ;
            end else begin
                state_nxt = TX_HIGH ;
            end        
        end
        TX_LOW    :begin
            if(out_rdy_fall)  begin
                state_nxt = IDLE ;
            end else begin
                state_nxt = TX_LOW ;
            end        
        end
        default   :begin
            state_nxt = IDLE ; 
        end        
    endcase
end
assign out = (state == TX_HIGH) ? 1'b1 : 1'b0;
assign tx_ing = (cnt!=4'b0);            
endmodule
==> ./run.sh <==
#!/bin/bash
# OpenROAD 26Q1-2900-gdf79404cd8, Yosys 0.63+post, stock flow scripts
make -C /OpenROAD-flow-scripts/flow DESIGN_CONFIG=/design/flow/config.mk WORK_HOME=/design/flow/orfs finish
==> ./config.mk <==
export PLATFORM = sky130hd
export DESIGN_NAME = for_handshake
export DESIGN_NICKNAME = for_handshake
export VERILOG_FILES = /design/flow/design.v
export SDC_FILE = /design/flow/constraint.sdc
export NUM_CORES = 4
export LEC_CHECK = 1
export CORE_AREA = 10 10 73 73
export DIE_AREA = 0 0 83 83
==> ./constraint.sdc <==
current_design for_handshake

set clk_period 2.4
set clk_io_pct 0.2

create_clock -name clk0 -period $clk_period [get_ports {clk}]

set non_clock_inputs [all_inputs -no_clocks]
set_input_delay [expr $clk_period * $clk_io_pct] -clock clk0 $non_clock_inputs
set_output_delay [expr $clk_period * $clk_io_pct] -clock clk0 [all_outputs]
==> ci_impl_report.md <==
### Metrics collected by this job

| Metric | Value |
|---|---|
| Setup bufs post-CTS | 0 |
| Core area | 3740 µm² |
| Die Height | 83 µm |
| Crit Path Max Fanout | 4 |
| Slew margin rel. | 73.7% |
| Combinational power share | 33.7% |
| CP Data Arrival Time | 2270 ps |
| Fin crit period | 2150 ps |
| Area Growth Syn to Fin | 35.7% |
| Die area | 6890 µm² |
| Number of fillers in the final layout | 421 |
| Worst vdd rail ir drop | 216 µV |
| Total track usage | 2.12% |
| Synth Cell Area | 434 µm² |
| Crit share post-route | 89.5% |
| Slew Viols, Final | 0 |
| Clock Tree Root | clkbuf_8 |
| Unrepaired setup endpoints after global routing | false |
| Endpoint class of the critical path | register |
| Seq share, synth | 52.2% |
| Design Power | 0.000582 W |
| Total clock sinks | 9 |
| Yosys chip area | 434 µm² |
| Grt ovf | 0 |
| Die Width | 83 µm |
| Reg power frac | 37.1% |
| Kind of critical path | input pin to register |
| Reg with most FFs | cnt |
| Number of cells in Yosys stat | 37 |
| HP Class | register to register |
| Data required time at the worst endpoint | 2520 ps |
| Synth flops | 9 |
| DRC Markers | 0 |
| DR vias | 267 |
| Clock buffer depth | 2 |
| Synthesis Warnings | 3 |
| Worst path slowest cell | fa_1 |
| I/O Pins | 6 |
| CP Launch Type | input pin |
| Worst-path clk slew | 40 ps |
| Htree depth | 1 |
| Post-route ant nets | 0 |
| Diodes inserted | 0 |
| Crit path largest cell delay | 480 ps |
| First-pass GRT wire length | 1210 µm |
| PortBufs | 5 |
| Gpl congestion | 0.720 |
| Most frequent logic cell in the layout | inv_1 |
| Initial antenna violation count | 0 |
| Highest Clock Rate | 0.466 GHz |
| Endpoints failing hold | 0 |
| Sw frac | 29.3% |
| Crit path cell chain | clkdlybuf4s50_1 -> nor3b_2 -> ha_1 -> inv_1 -> ha_1 -> inv_1 -> fa_1 -> inv_1 |
| Tool Warnings | 25 |
| Resize count post-CTS | 0 |
| Synthesized instance count | 37 |
| # hold bufs at CTS | 0 |
| Fp util | 11.6% |
| FP Rows | 22 |
| Most frequent cells in the layout | inv_1, dfrtp_1, ha_1, clkdlybuf4s50_1, clkbuf_8 |
| Max reg flops | 4 |
| CTS Buf Count | 3 |
| Biggest regs | cnt: 4 flops, state: 3 flops |
| Most frequent CP cell | inv_1 |
| Avg WL per Cell | 7.29 µm |
| Final setup fails | 0 |
| Pwr dens | 987 nW/µm² |
| Routed wire length | 685 µm |
| Detailed Place HPWL | 566 µm |
| Drt pass-1 iters | 2 |
| Final TNS setup | 0 ps |
| Int Power | 0.000411 W |
| Status | finished clean |
| Setup Skew | 1.63 ps |
| Worst slew pin tran | 393 ps |
| Cell Type Count | 16 |
| Vias per std cell | 2.84 |
| Max Cap Viol | 0 |
| DR iter-0 viols | 8 |
| P_sw | 0.000170 W |
| Layout cells sized above 1 | 15.2% |
| Mapped Avg Cell Area | 11.7 µm² |
| CTS tree | built |
| Largest net degree at the start of global routing | 10 |
| Leakage power | 0.266 nW |
| Clock latency on the worst-skew pair | 230 ps |
| Vias in the first global route | 289 |
| Clk pwr share | 29.2% |
[critical path, delay by kind of cell]
family                     cells  cell delay [ps]
adders and majority gates      3              900
buffers and inverters          4              610
and+or+nand+nor                1              270
[worst paths after layout]
kind	slack [ps]	cells past startpoint	to	start
worst max-delay path	250	8	cnt[1]	out_rdy
worst min-delay path	510	2	state[1]	state[1]
worst max register to register	660	8	cnt[1]	out_rdy_reg
worst min register to register	510	2	state[1]	state[1]
max in group asynchronous	1540	1	state[0]	rst
min in group asynchronous	550	1	out_rdy_reg	rst
[Yosys cell counts]
master	number	share of area (%)
inv_1	9	7.8
dfrtp_1	8	46
ha_1	5	14
nand2_1	2	1.7
o21ai_0	2	2.3
a21o_1	1	1.7
a21oi_2	1	2.0
a22o_1	1	2.0
a31o_2	1	2.0
dfstp_2	1	6.1
fa_1	1	4.6
nand2b_1	1	1.4
nor2_1	1	0.86
nor3b_2	1	2.9
xnor2_1	1	2.0
xor2_1	1	2.0
[power groups by stage]
stage	sequential, W	combinational [W]	clock (W)
CTS	0.000217	0.000202	0.000176
global route	0.000220	0.000238	0.000183
finish	0.000216	0.000196	0.000170
[final cells by class]
cell class                 instances  area [µm²]  area share (%)
clock buffer                       4        45.0            7.64
inverter                           9        33.8            5.73
multi-input combinational         19         174            29.5
sequential                         9         226            38.4
timing repair buffer               5        50.0            8.49
tap                               48        60.1            10.2
[metal layers]
layer	vias to the layer above	GRT usage, %	part of all wire, %
met3	0	1.87	11
met1	125	2.28	47
met4	0	0.154	0
li1	134	-	-
met2	8	3.21	42
met5	-	0	0
[metrics by stage]
| stage | area (µm²) | setup WS [ps] | cells | utilization (%) | hold WS [ps] |
|---|---|---|---|---|---|
| global placement | 544 | 52.4 | 90 | 14.5 | 480 |
| global route | 589 | 171 | 94 | 15.7 | 538 |
| CTS | 589 | 254 | 94 | 15.7 | 517 |
| detailed placement | 544 | 21.7 | 90 | 14.5 | 495 |
| finish | 589 | 253 | 94 | 15.7 | 509 |
| floorplan | 434 | 640 | 37 | - | 184 |
[logic make-up (layout without fill, tap and decap cells)]
kind of cell             count (synthesis)  after routing  synth area share [%]
flip-flops                               9              9                  52.2
XOR/XNOR                                 2              2                  4.04
AND-OR/OR-AND                            6              6                  10.1
AND/OR/NAND/NOR                          5              5                  6.92
buffers and inverters                    9             18                  7.78
adder cells (fa/ha/maj)                  6              6                  19.0
Power figures rest on the tool's default switching activity, not on a simulated workload.
