===== constraint.sdc =====
current_design bcp_conflict_analysis

set clk_period 1.3
set clk_io_pct 0.2

create_clock -name clk0 -period $clk_period [get_ports {clock}]

set non_clock_inputs [all_inputs -no_clocks]
set_input_delay [expr $clk_period * $clk_io_pct] -clock clk0 $non_clock_inputs
set_output_delay [expr $clk_period * $clk_io_pct] -clock clk0 [all_outputs]

===== design.v =====
module bcp_conflict_analysis(   input  logic clock,
								input  logic reset,
								input  logic system_initial_signal,
								input  logic initial_finish,						
								input  logic bcp_request,
								input  logic [8-1:0] bcp_finish,
								input  logic mem_finish,
								input  logic conflict,
								input  logic select_var_finish,						
								output  logic initial_request,
								output  logic mem_request,
								output  logic [3-1:0]mem_address,
								output  logic mem_write,
								output  logic mem_read,
								output  logic conflict_analysis_request,
								output  logic select_var_request
					);
	logic [2:0] curr_state;
	logic [2:0] next_state;
	parameter idle                 = 3'b000;
	parameter access_mem           = 3'b001;
	parameter bcp_check            = 3'b010;
	parameter conflict_analysis    = 3'b011;
	parameter select_var           = 3'b100;
	parameter initial_state        = 3'b111;
	always_ff@(posedge clock or negedge reset)
		if (!reset) curr_state <= idle;
		else        curr_state <= next_state;
	always_comb
	begin
		case (curr_state)
		idle             : if (bcp_request)				next_state = access_mem;
							 else if(system_initial_signal)   next_state = initial_state;
							 else    			    	next_state = idle;
		access_mem       : if (mem_finish)				next_state = bcp_check;	
							 else    	    			next_state = access_mem;
		bcp_check        : if (bcp_finish) 				next_state = conflict_analysis;
							 else    	 				next_state = bcp_check;
		conflict_analysis: if (conflict) 				next_state = idle;
							 else if(!conflict)			next_state = select_var;
							 else    	 				next_state = conflict_analysis;
		select_var       : if (select_var_finish) 		next_state = idle;
							 else    	 				next_state = select_var;
		initial_state   : if (initial_finish)			next_state = idle;
							 else    	 				next_state = initial_state;
		default :          								next_state = idle;
		endcase    
	end
	always_comb
	begin
		case (curr_state)
		idle    :
			begin
				bcp_controll_signal(0,0,2'b00,0,0,0,0);
			end
		access_mem:
			begin
				bcp_controll_signal(0,1,2'b01,0,1,0,0);		
			end
		bcp_check:
			begin
				bcp_controll_signal(0,0,2'b00,0,0,0,0);
			end	
		conflict_analysis:
			begin
				bcp_controll_signal(0,0,2'b00,0,0,1,0);
			end	
		select_var:
			begin
				bcp_controll_signal(0,0,2'b00,0,0,0,1);	
			end	
		initial_state:
			begin
				bcp_controll_signal(1,0,2'b00,0,0,0,0);	
			end	
		default :
			begin
				bcp_controll_signal(0,0,2'b00,0,0,0,0);
			end	
		endcase		
	end
	task bcp_controll_signal;
		input  initial_request_task;
		input  mem_request_task;
		input  [1:0] mem_address_task;
		input  mem_write_task;
		input  mem_read_task;
		input  conflict_analysis_request_task;
		input  select_var_request_task;
			begin
				initial_request=initial_request_task;
				mem_request=mem_request_task;
				mem_address=mem_address_task;
				mem_write=mem_write_task;
				mem_read=mem_read_task;
				conflict_analysis_request=conflict_analysis_request_task;
				select_var_request=select_var_request_task;
			end
	endtask
endmodule

===== run.sh =====
#!/bin/bash
# OpenROAD 26Q1-2900-gdf79404cd8, Yosys 0.63+post, stock flow scripts
make -C /OpenROAD-flow-scripts/flow DESIGN_CONFIG=/design/flow/config.mk WORK_HOME=/design/flow/orfs finish

===== config.mk =====
export PLATFORM = sky130hd
export DESIGN_NAME = bcp_conflict_analysis
export DESIGN_NICKNAME = bcp_conflict_analysis
export VERILOG_FILES = /design/flow/design.v
export SDC_FILE = /design/flow/constraint.sdc
export NUM_CORES = 4
export LEC_CHECK = 1
export CORE_AREA = 10 10 70 70
export DIE_AREA = 0 0 80 80

==> run summary <==
Implementation progress

The run finished with clean final reports. The final-layout setup total negative slack stands at 0 ns. The tool warning count stands at 25.

The number of violations of the max-capacitance limit stands at 0. The post-route clock skew stands at 0.006812 ns. The initial utilization of the core area, before any placement, comes to 8.681%. The number of flip-flops under the largest register name stands at 6.

The number of I/O pins stands at 25. The DRC violations left stands at 0. The fraction of power consumed by combinational cells stands at 26.6%. The combined area of all synthesized cells stands at 296.5 um2. For this design, the slowest cell found on the critical path is dfrtp_1.

The global routing usage summed across all routing layers stands at 3.537%. The switching share of power stands at 23.30%. Clock tree synthesis selected as its root buffer the cell clkbuf_4. The final hold violation count recorded for this run is 0. Per the layout area report, the combinational gate area comes to 96.34 um2. Sorting the synthesized cells by area gives the leading types as dfrtp_1, buf_4, dfstp_2, nor4_2, inv_1. CTS built an H-tree with a depth of 1. The net switching power stands at 134.3 uW. The clock-pin slew on the worst setup and hold paths stands at 0.05 ns.

Looking at area per cell type in the netlist, the leader is dfrtp_1. The final tally of max-slew violations stands at 0. The power report attributes to the clock group a share of 32.0%. The layout summary lists the proportion of cells stronger than drive strength 1 as 18.52%. Counting instances in the post-synthesis netlist gives the leading cell types as buf_4, dfrtp_1, inv_1. For the worst reg-to-reg path, the startpoint reported by OpenROAD is curr_state[4]. The portion of the clock cycle consumed by the worst path in the final layout stands at 89.67%. The die covers 0.006400 mm2.

The most critical hold endpoint after final layout shows a slack of 0.2541 ns. In the synthesized netlist the dominant register cell turns out to be dfrtp_1. In this run the tool buffered the top-level ports with 21 buffer cells. The worst path setup slack after routing stands at 0.1343 ns. The largest registers in the layout are curr_state: 6 flops. The non-filler instance count after layout stands at 100. The number of global-route vias before repair stands at 375. The maximum number of pins on one net before global-route repair stands at 7.

Per STA, the highest per-stage delay on the worst path measures 0.40 ns. The synthesized area divided by synthesized cell count stands at 10.59 um2. The time the worst path needs with I/O delays and setup stands at 1.166 ns.

Along the worst path, the maximum fanout reaches 4. The number of filler cells placed in the layout stands at 384. The worst-case vdd ir drop stands at 0.3931 mV. The core outline area stands at 0.003416 mm2. In the Yosys report the total cell count is 28.

The number of buffers and inverters on the critical path stands at 1. The via count stands at 300. After detailed routing, the average wire length per cell comes to 10.08 um. The worst setup path is launched from a flop. After its last routability iteration, the placer logged a weighted congestion of 0.8066. Setup violations remaining at the end of the flow were counted as 0.

The signal on the critical path passes through dlygate4sd2_1. From left edge to right edge, the die measures 80 um. TritonCTS built the clock tree. The internal power of the cells stands at 442.2 uW. The share of Yosys cell area claimed by the top area cell type stands at 42.19%. Counting the warning lines in the Yosys log gives 1.

The area used by sequential logic in the layout stands at 151.4 um2. Per the GRT congestion report, total overflow comes to 0. Counting flops with a built-in enable in the synthesized netlist gives 0. The leakage power stands at 0.2540 nW. Per the placement report, the placed cell count is 92. The required time reported for the critical path endpoint stands at 1.04 ns. The number of standard-cell rows in the floorplan stands at 21. The share of flip-flops with an asynchronous set or reset after synthesis stands at 100.0%. The later pin in the worst-skew pair is clocked with a latency of 0.25 ns. The detail-routed via count per cell stands at 3.000.

The synthesized netlist cell count stands at 28. The total placed instance area stands at 534.3 um2. The number of unique standard cell types used by synthesis stands at 13.

The number of buffers created by CTS stands at 3. The total power divided by cell area stands at 988.7 mW/mm2. The final report gives the standard cell area, fillers excluded, as 583.1 um2. The first global-routing pass estimated 1752 um of wire. The hold-fix buffer count after cts stands at 0. Wires add up to 1008 um. From synthesis to final layout, the design area changed by 96.62%.

Ranked by flip-flop count, first place goes to curr_state. Counting along the longest clock path gives a buffer depth of 2. The timing report attributes the biggest portion of critical-path delay to flip-flops. The synthesis stat section lists a flop and latch total of 6. Per report_power, the sequential group accounts for 41.4% of the total.

The violation count after the first detailed-routing iteration stands at 1. Static timing analysis puts the maximum clock frequency at 0.8579 GHz. The first-pass detailed-route iteration total stands at 4. STA on the placed design reports a worst setup slack of 0.03780 ns.

Setup repair after global routing left no endpoint under its margin. The data arrival time at the worst-slack endpoint stands at 0.91 ns. Once detail routing completed, the nets flagged for antenna violations numbered 0.

STA classifies the critical path endpoint as an output port. Summing the sequential cell areas from Yosys gives 51.05% of the chip area. The tree built by TritonCTS fans out to 6 sinks. The initial antenna violation count stands at 0. The worst hold path belongs to the class in -> async. 0 antenna diodes ended up in the layout. The worst setup path is of the reg -> out kind. In this run the worst setup path begins at curr_state[3]. For this run, the chip area from Yosys synthesis comes to 296.5 um2. In this run the vertical extent of the chip is 80 um.
[through the flow]
| step | power, mW | util (%) |
|---|---|---|
| 6_report | 0.5765 | 17.07 |
| 2_1_floorplan | 0.2859 | - |
| 3_5_place_dp | 0.3880 | 15.64 |
| 5_1_grt | 0.6239 | 17.07 |
| 3_3_place_gp | 0.3861 | 15.64 |
| 4_1_cts | 0.5962 | 17.29 |
[cell type report]
type | instances | share of cell area [%]
inverters | 5 | 3.219
well taps | 46 | 9.871
multi-input cells | 14 | 16.52
flip-flops and latches | 6 | 25.97
repair buffers | 25 | 39.91
clock buffers | 4 | 4.506
[cells in the final DEF, fill, tap and decap left out, drive strengths merged]
cell           instances
a21boi                 1
a222oi                 1
a32o                   1
buf                    4
clkbuf                 4
clkdlybuf4s50         15
conb                   3
dfrtp                  5
dfstp                  1
dlygate4sd2            6
inv                    5
nand2                  1
nand2b                 1
nor4                   2
o21ai                  2
o22ai                  2
[timing repair]
action	4_1_cts	5_1_grt
setup endpoints to repair	6	1
gates resized	6	0
setup buffers	5	0
pin swaps	0	0
[power groups by stage]
stage         logic [mW]  clock network, mW  registers, mW
CTS                0.166              0.193          0.237
global route       0.175              0.205          0.244
finish             0.153              0.185          0.239
[logic make-up after synthesis]
family	count (synthesis)	synth area share (%)
flip-flops	6	51.06
buffers and inverters	10	18.99
AND/OR/NAND/NOR	4	11.81
AND-OR/OR-AND	7	16.88
other	1	1.265
[metal layers]
| layer | track usage, % | part of all wire, % | vias to the layer above |
|---|---|---|---|
| met2 | 4.013 | 30 | 26 |
| li1 | - | - | 139 |
| met4 | 0.1761 | 0 | 0 |
| met1 | 4.380 | 48 | 135 |
| met5 | 0 | 0 | - |
| met3 | 4.091 | 23 | 0 |
[path summary, 6_finish.rpt]
path	end	slack, ns	cells after the start
setup / recovery	mem_read	0.13	1
hold / removal	curr_state[3]	0.25	1
setup reg to reg	curr_state[0]	0.19	3
hold reg to reg	curr_state[2]	0.54	1
max in group asynchronous	curr_state[0]	0.77	1
min in group clk0	curr_state[2]	0.54	1
No activity file was given, so power comes from the tool's default toggle rates.
