`./run.sh`:
```
#!/bin/bash
# OpenROAD 26Q1-2900-gdf79404cd8, Yosys 0.63+post, stock flow scripts
make -C /OpenROAD-flow-scripts/flow DESIGN_CONFIG=/design/flow/config.mk WORK_HOME=/design/flow/orfs finish
```
`./config.mk`:
```
export PLATFORM = sky130hd
export DESIGN_NAME = var_mem
export DESIGN_NICKNAME = var_mem
export VERILOG_FILES = /design/flow/design.v
export SDC_FILE = /design/flow/constraint.sdc
export NUM_CORES = 4
export LEC_CHECK = 1
export CORE_UTILIZATION = 40
```
`./constraint.sdc`:
```
current_design var_mem

set clk_period 2.7
set clk_io_pct 0.2

create_clock -name clk0 -period $clk_period [get_ports {clock}]

set non_clock_inputs [all_inputs -no_clocks]
set_input_delay [expr $clk_period * $clk_io_pct] -clock clk0 $non_clock_inputs
set_output_delay [expr $clk_period * $clk_io_pct] -clock clk0 [all_outputs]
```
`./design.v`:
```
module var_mem(clock, reset, data_read, data_write, mem_request, d_in, address, d_out,mem_work);
parameter data_size  = 8;          
parameter mem_size = 8;       
parameter address_size = 2;          
input clock, reset, data_read, data_write, mem_request;
input [data_size-1:0]  d_in;
input [address_size-1:0] address;
output reg [data_size-1:0]  d_out;
output reg mem_work;
reg [data_size-1:0] mem_data [mem_size-1:0];
integer i;
always@(posedge clock ,negedge reset)
begin
  #1
  if(!reset) 
    begin
    for(i = 0; i < mem_size ; i=i+1) mem_data[i] <= 0; 
	mem_work<=1;
    end
  else if(!mem_request&&mem_work)
    begin
      if(data_write&&mem_work)
        begin  
	    mem_data[address] <= d_in;
	    mem_work<=1'b0;
     	end  
      else if(data_read&&mem_work)
     	begin
        d_out <= mem_data[address];
	    mem_work<=1'b0;
     	end  
      else	
	    mem_work<=1'b0;
    end	  
  else if(!mem_work)
    begin
     d_out <=#1 8'bzzzz_zzzz;
	 mem_work<= 1'b1;	 
    end 
end
endmodule
```
==> impl_summary.log <==
[flow] collecting metrics
[metrics] status: completed
[metrics] Antenna Diode Count: 0
[metrics] die width: 68.3 µm
[metrics] proportion of total power due to net switching: 0.221
[metrics] Routed Antenna Nets: 0
[metrics] number of warnings in the stage logs: 25
[metrics] Yosys reg bits: 41
[metrics] maximum buffer depth of the clock tree: 2
[metrics] core area: 0.00412 mm²
[metrics] RR Startpoint: mem_work
[metrics] placer congestion estimate: 0.782
[metrics] routed via count divided by cell count: 5.17
[metrics] initial antenna violation count: 0
[metrics] maximum level of the CTS H-tree: 2
[metrics] worst relative slew slack: 0.634
[metrics] number of DRC violations after detailed-routing iteration 0: 35
[metrics] total of warnings raised by yosys: 3
[metrics] total cell area reported by yosys after synthesis: 0.00176 mm²
[metrics] share of total power in combinational logic: 0.183
[metrics] biggest area cells: dfrtp_1, mux2_2, edfxtp_1, mux4_2, mux2_4
[metrics] switching pwr: 0.000328 W
[metrics] area taken by multi-input logic gates: 657 µm²
[metrics] total congestion overflow after global routing: 0
[metrics] startpoint types: input pin
[metrics] maximum capacitance violations: 0
[metrics] worst slack on hold paths: 0.503 ns
[metrics] skew final: 0.00557 ns
[metrics] HPWL after detailed placement: 1960 µm
[metrics] sum of routed wire length over all layers: 3050 µm
[metrics] count of buffers from port buffering: 23
[metrics] TNS Setup: 0 ns
[metrics] start point of the worst min-delay path: mem_data[3][0]
[metrics] Hold Path Class: reg -> reg
[metrics] clk latency late pin: 0.29 ns
[metrics] sequential element share of the synthesized area: 0.606
[metrics] floorplan-stage core utilization: 0.428
[metrics] final critical-path share of the clock period: 0.725
[metrics] Reg clk slew, reported paths: 0.07 ns
[metrics] number of placed instances, taps included: 170
[metrics] adder and majority cell fraction of the synthesized area: 0
[metrics] fraction of power consumed by the clock network: 0.254
[metrics] number of CTS-inserted buffers: 5
[metrics] xor/xnor share of the synthesized area: 0
[metrics] Worst setup EP type: flip-flop
[metrics] non-filler instance count after layout: 178
[metrics] signal arrival time at the worst endpoint: 2.13 ns
[metrics] count of library flops with an enable pin: 8
[metrics] final number of setup-violating endpoints: 0
[metrics] final number of max-transition violations: 0
[metrics] Simple Share, Synth: 0.0448
[metrics] Die Y: 68.3 µm
[metrics] Synth-to-Final Area Change: 21.5%
[metrics] Netlist cell types: 19
[metrics] placed cell area: 0.00206 mm²
[metrics] critical path peak fanout: 8
[metrics] share of layout cells above drive strength 1: 0.422
[metrics] most frequent cell after synthesis: dfrtp_1
[metrics] fin crit period: 1.96 ns
[metrics] Pleak: 0.894 nW
[metrics] global-route wire length before repair: 5100 µm
[metrics] clock tree sinks: 41
[metrics] data required time at the worst endpoint: 2.87 ns
[metrics] synthesized area: 0.00176 mm²
[metrics] Resized cells post-CTS: 0
[metrics] share of synthesized registers carrying an async set or reset: 0.805
[metrics] number of placement rows: 23
[metrics] relative contribution of sequential cells to total power: 0.563
[metrics] Cell Pwr Density: 694 mW/mm²
[metrics] number of cells in Yosys stat: 96
[metrics] area taken by flip-flops and latches: 0.00107 mm²
[metrics] area of the chip: 0.00467 mm²
[metrics] multiplexer area fraction after synthesis: 0.324
[metrics] area fraction in compound gates after synthesis: 0.00426
[metrics] library cell occupying the most area in the post-synthesis netlist: dfrtp_1
[metrics] post-CTS setup buffer count: 0
[metrics] Worst Setup SP: data_write
[metrics] # IOs: 24
[metrics] total of hold buffers inserted after clock tree synthesis: 0
[metrics] unrepaired setup endpoints after global routing: false
[metrics] average routed wire per standard cell: 17.1 µm
[metrics] Dominant Register Cell: dfrtp_1
[metrics] root buffer selected by CTS: clkbuf_8
[metrics] number of global-route vias before repair: 1015
[metrics] internal power contribution: 0.00116 W
[metrics] largest net degree at the start of global routing: 34
[metrics] Synth top area share: 0.455
[metrics] # fillers: 330
[metrics] global-route usage over all layers: 0.167
[metrics] Cells after Synth: 96
[metrics] drc violations: 0
[metrics] top cells by instance count after synthesis: dfrtp_1, mux2_2, edfxtp_1, mux2_4, mux4_2
[metrics] final design area excluding fillers: 0.00214 mm²
[metrics] Detailed Routing Iterations Pass 1: 2
[metrics] overall power: 0.00148 W
[metrics] CTS tree: built
[metrics] synthesized area per cell: 18.3 µm²
[metrics] Peak VDD IR: 0.000344 V
[metrics] worst setup path category: in -> reg
[metrics] Hold Violations, Final: 0
[metrics] maximum operating frequency: 0.511 GHz
[metrics] via count of the routed design: 921
[metrics] transition time at the pin with the least slew margin: 0.547 ns
[metrics] largest non-sequential cell family by area: multiplexers
-- critical path, cell delays in order --
cell	delay, ns
clkdlybuf4s50_1	0.54
nand3b_4	0.10
or3_1	0.56
mux2_4	0.38
-- power groups by stage --
stage | Sequential [W] | Combinational [W] | Clock (W)
after CTS | 0.000837 | 0.000277 | 0.000391
final | 0.000836 | 0.000272 | 0.000377
after global routing | 0.000856 | 0.000300 | 0.000424
-- registers in the layout, summed over array words and instances, names as in the netlist --
register  flops
d_out         8
mem_data     32
mem_work      1
-- kinds of logic (layout without fill, tap and decap cells) --
| family | Yosys count | in the layout |
|---|---|---|
| DFF | 41 | 41 |
| and+or+nand+nor | 9 | 9 |
| AOI/OAI and AO/OA | 1 | 1 |
| buffers and inverters | 5 | 37 |
| muxes | 40 | 40 |
-- final timing paths --
kind	to	cells after the start	slack [ns]
min reg2reg	mem_data[3][0]	1	0.50
min in group asynchronous	mem_data[0][5]	2	0.68
max in group asynchronous	mem_work	2	1.70
max	mem_data[2][1]	4	0.74
max reg2reg	mem_data[2][1]	3	0.96
min	mem_data[3][0]	1	0.50
-- metal layers --
layer,vias up,track usage,part of all wire
li1,422,-,-
met5,-,0,0
met2,30,0.251,0.44
met3,8,0.0439,0.055
met4,0,0.0286,0.022
met1,461,0.262,0.48
-- cells in the final DEF (no fill, tap or decap) --
master / netlist / layout
nand3b_4: 1 / 1
dfrtp_1: 32 / 32
nand4b_1: 1 / 1
edfxtp_1: 8 / 8
nand2_1: 1 / 1
mux4_2: 8 / 8
clkdlybuf4s50_1: 0 / 23
inv_1: 1 / 1
nor3_4: 1 / 1
buf_4: 0 / 5
dfstp_2: 1 / 1
nor2_1: 1 / 1
nor2_2: 1 / 1
clkbuf_1: 0 / 3
or3_1: 1 / 1
mux2_2: 24 / 24
mux2_4: 8 / 8
a21boi_0: 1 / 1
or2_1: 1 / 1
clkbuf_8: 0 / 5
or2b_1: 1 / 1
-- stage by stage --
step / utilization / setup WS [ns]
4_1_cts: 0.520 / 0.733
2_1_floorplan: - / 0.983
5_1_grt: 0.520 / 0.697
3_3_place_gp: 0.500 / 0.453
3_5_place_dp: 0.500 / 0.421
6_report: 0.520 / 0.742
-- final cells by class --
| type | count | share of cell area |
|---|---|---|
| well taps | 50 | 0.0293 |
| inverters | 1 | 0.00176 |
| clock buffers | 8 | 0.0374 |
| multi-input cells | 50 | 0.307 |
| repair buffers | 28 | 0.125 |
| flip-flops and latches | 41 | 0.499 |
Power is estimated from default activity; no workload was simulated.
