### flow/config.mk
export PLATFORM = sky130hd
export DESIGN_NAME = fifo
export DESIGN_NICKNAME = fifo
export VERILOG_FILES = /design/flow/design.v
export SDC_FILE = /design/flow/constraint.sdc
export NUM_CORES = 4
export LEC_CHECK = 1
export CORE_AREA = 10 10 70 70
export DIE_AREA = 0 0 80 80
### flow/run.sh
#!/bin/bash
# OpenROAD 26Q1-2900-gdf79404cd8, Yosys 0.63+post, stock flow scripts
make -C /OpenROAD-flow-scripts/flow DESIGN_CONFIG=/design/flow/config.mk WORK_HOME=/design/flow/orfs finish
### flow/design.v
module fifo (
  clock, reset,
  fifo_write,
  fifo_read,
  fifo_count,
  fifo_full,
  fifo_empty,
  fifo_datain,
  fifo_dataout
);
parameter fifohempty_level = 1;
parameter fifohfull_level = 7;
parameter fifo_length = 8;
parameter fifo_length_log=3;
parameter data_size =8;
input         clock, reset;
input         fifo_write;
input         fifo_read;
output [3:0]  fifo_count;
output        fifo_full;
output        fifo_empty;
input  [data_size-1:0] fifo_datain;
output reg [data_size-1:0] fifo_dataout;
wire    fifo_full_s, fifo_empty_s;
wire   [fifo_length_log:0]  fifo_count_s;
reg    [fifo_length_log:0]  rptr, wptr;
reg    [data_size-1:0] fifo [fifo_length-1:0];
always @(posedge clock or negedge reset)
begin 
    if (!reset) 
	begin
      wptr <= 4'd0;
		fifo_dataout <=8'd0;	  
	end 
    else if (fifo_write && !fifo_full&&!fifo_read) 
	begin 
      fifo[wptr[fifo_length_log-1:0]] <= fifo_datain;
      wptr <= wptr + 4'd1;
    end 
end 
always @(posedge clock or negedge reset) begin
    if (!reset)
	begin	
      rptr <= 4'd0;
	  fifo_dataout <=8'd0;
	end 	  
    else if (fifo_read && !fifo_empty&&!fifo_write) 
	begin
      rptr <= rptr + 4'd1;
	  fifo_dataout <= fifo[rptr[fifo_length_log-1:0]];
    end
end
assign fifo_count_s = wptr - rptr;
assign fifo_full_s  = (fifo_count_s==fifo_length);
assign fifo_empty_s = (fifo_count_s==4'd0);
assign fifo_full    = fifo_full_s;
assign fifo_empty   = fifo_empty_s;
assign fifo_count   = fifo_count_s;
endmodule
### flow/constraint.sdc
current_design fifo

set clk_period 4.7
set clk_io_pct 0.2

create_clock -name clk0 -period $clk_period [get_ports {clock}]

set non_clock_inputs [all_inputs -no_clocks]
set_input_delay [expr $clk_period * $clk_io_pct] -clock clk0 $non_clock_inputs
set_output_delay [expr $clk_period * $clk_io_pct] -clock clk0 [all_outputs]
==> flow_summary.yaml <==
# implementation run metrics
outcome:
  outcome: "completed"
sta:
  tightest_slew_ns: 0.6162
  finalCritPeriodShare_pct: 76.44
  period_minus_slack_ns: 3.593
  setup_ws_ns: 1.107
  finalSetupViolCount: 0
  rsz0062_at_grt: "false"
  hold_ws_ns: 0.5054
  drv_slew: 0
  max_slew_margin_pct: 58.60
  max_freq_mhz: 278.3
  finClkSkew_ns: 0.001141
  hold_violations: 0
  final.setup.tns_ns: 0
run:
  cap_violations: 0
  tool_warnings: 33
synth:
  synth.top_cells.by_area: "dfrtp_1, ha_1, buf_4"
  syn_avg_cell_area_um2: 10.17
  logic_family: "XOR/XNOR gates"
  ff_type: "dfrtp_1"
  synthArstFlopShare_pct: 100.0
  mux_share_pct: 4.234
  ys_sh_simple_pct: 11.49
  yosysWarnings: 18
  ys_sh_aoi_pct: 10.28
  synth-xor-area-share_pct: 15.12
  syn-cell-area_um2: 620.6
  numSynthFlops: 8
  yosys_area_um2: 620.6
  ys_types: 25
  ys_cells: 61
  top_cell_area_share_pct: 32.26
  synthTopCellsByCount: "buf_4, dfrtp_1, ha_1, inv_1"
  edf_count: 0
  syn_inst: 61
  synth_area_leader_cell: "dfrtp_1"
  ys_seq_share_pct: 32.26
  yosys.area_share.adder_pct: 13.31
clock_network:
  worstSkewPairLatency_ns: 0.25
  path_clk_slew_ns: 0.05
  clock-sinks: 8
  hold_buffers: 0
  clk_path_buf_depth: 2
  numCtsBuffers: 3
  cts_max_level: 1
  postCtsSetupRepairBufs: 0
  cts-resized-gates: 0
  cts_root_buf: "clkbuf_4"
  cts_tree: "built"
final_layout:
  drive_above_1_share_pct: 9.722
  finish.utilization_pct: 22.16
  fillers: 382
  syn2layout_area_growth_pct: 21.98
routing:
  antenna-diode-count: 0
  drt_wl_total_um: 1209
  ant_nets: 0
  drt-wirelength-per-cell_um: 10.25
  vias: 429
  viasPerCell: 3.636
  dr.pass1.iters: 4
  drc: 0
  drt_iter0_markers: 34
floorplan:
  core_um2: 3416
  ios: 26
  fp_util_pct: 18.17
  die_x_um: 80
  die_h_um: 80
  chipArea_um2: 6400
  fp-row-count: 21
worst_setup_path:
  cp.required_ns: 3.76
  path_class: "reg -> out"
  worstPathArrival_ns: 2.65
  worst-r2r-cell-count: 8
  start_kind: "flip-flop"
  end_kind: "output pin"
  critPathMaxFanout: 5
global_routing:
  grt_start_max_net_pins: 9
  gr-usage-met3_pct: 2.045
  use_met2_pct: 5.859
  antenna_found_initial: 0
  use_met1_pct: 4.749
  grt_overflow: 0
  grt_pass1_wl_um: 2076
  grt_pass1_vias: 472
  busiest_layer: "met2"
  grtUsageTotal_pct: 3.871
placed_design:
  place.gp.congestion: 0.7768
  dpl_worst_slack_ns: 1.372
  hpwl_um: 1022
  io_buffer_count: 9
worst_hold_path:
  hold_depth: 1
  hp-class: "reg -> reg"
power_and_ir_drop:
  peakVddDrop_mv: 0.2186
  p_leak_nw: 0.3387
  p_per_area_nw_per_um2: 858.0
kinds of logic (layout without fill, tap and decap cells):
group	after synthesis	count (layout)
simple gates	13	13
buf+inv	13	17
compound gates	9	9
xor+xnor	9	9
flops	8	8
fa+ha+maj	6	6
mux	2	2
other cells	1	8
final timing paths:
check	slack [ns]	start	end
min in group asynchronous	0.97	reset	rptr[3]$_DFFE_PN0P_
hold reg to reg	0.51	wptr[2]$_DFFE_PN0P_	wptr[2]$_DFFE_PN0P_
setup / recovery	1.11	wptr[0]$_DFFE_PN0P_	fifo_full
setup reg to reg	2.37	wptr[0]$_DFFE_PN0P_	wptr[1]$_DFFE_PN0P_
hold / removal	0.51	wptr[2]$_DFFE_PN0P_	wptr[2]$_DFFE_PN0P_
max in group asynchronous	3.47	reset	wptr[2]$_DFFE_PN0P_
area by class of cell:
| type | count | area, um2 | area share, % |
|---|---|---|---|
| well taps | 46 | 57.56 | 7.603 |
| repair buffers | 9 | 90.09 | 11.90 |
| multi-input cells | 47 | 367.9 | 48.60 |
| inverters | 5 | 18.77 | 2.479 |
| flip-flops and latches | 8 | 200.2 | 26.45 |
| clock buffers | 3 | 22.52 | 2.975 |
cells in the final DEF (no fill, tap or decap):
cell type / count
clkdlybuf4s50_1: 9
conb_1: 8
dfrtp_1: 8
inv_1: 5
ha_1: 5
a21oi_1: 4
xor2_1: 4
nor3_1: 3
xnor2_1: 3
clkbuf_4: 3
nand2_1: 2
nor2b_1: 2
nand4_1: 2
o31ai_1: 2
nand3b_1: 1
xor2_2: 1
xnor2_2: 1
and2_1: 1
or3_1: 1
nor2_1: 1
a21boi_2: 1
o211a_1: 1
o21a_1: 1
mux2_4: 1
mux2_1: 1
fa_1: 1
layer usage:
metal	vias up	routed length, um	part of all wire (%)
met5	-	0	0
met4	0	8	0.66
met3	2	126	10
met2	12	511	42
met1	202	563	47
li1	213	-	-
report_power, final:
| part | switching (mW) | internal (mW) |
|---|---|---|
| registers | 0.0416 | 0.104 |
| logic | 0.205 | 0.247 |
| clock network | 0.0227 | 0.0292 |
flip-flops by register name, indices dropped and copies added (netlist names):
signal	flops
rptr	4
wptr	4
worst max-delay path, stage by stage (launching register included):
cell and delay [ns]:
dfrtp_1 0.40, inv_1 0.10, ha_1 0.16, inv_1 0.06
fa_1 0.37, xor2_1 0.17, nor3_1 0.49, and2_1 0.21
clkdlybuf4s50_1 0.46
stage by stage:
stage	cell area, um2	instances	total power [mW]
after detailed placement	734.5	115	0.5995
after CTS	757.0	118	0.6575
after floorplan	646.9	68	0.4008
after global routing	757.0	118	0.7217
after global placement	734.5	115	0.5885
final	757.0	118	0.6495
Power is estimated from default activity; no workload was simulated.
